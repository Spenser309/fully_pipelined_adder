==> /design/flow/design.v <==
module dff(q,d,en,rst,clk);
    parameter integer WIDTH = 1;
    output reg [WIDTH-1:0] q;
    input wire [WIDTH-1:0] d;
    input wire en;
    input wire rst;
    input wire clk;
    always @(posedge clk)
       if(rst == 1'b1)
          q <= 'b0;
       else 
          q <= d;
endmodule
module fulladder(c,s,a,b,cin);
    output wire c, s;
    input wire a, b, cin;
    wire t;
    assign t = a^b;
    assign c = (cin & t) | (a & b);
    assign s = t^cin;
endmodule
module fully_pipelined_adder(s,c,a,b,cin,en,rst,clk);
    parameter integer WIDTH = 4;    
    output wire [WIDTH-1:0] s;  
    output wire c;              
    input wire [WIDTH-1:0] a, b;  
    input wire cin;               
    input wire en;
    input wire rst;
    input wire clk;
    wire [WIDTH-1:0] a_d [WIDTH:0];  
    wire [WIDTH-1:0] b_d [WIDTH-1:0];  
    wire             c_d [WIDTH:0];   
    assign a_d[0] = a;
    assign b_d[0] = b;
    assign c_d[0] = cin;
    genvar i, j;
    generate
        for(i = 0; i < WIDTH; i = i+1) begin: comp_gen
            wire [WIDTH-1:0] a_q;
            wire [WIDTH-1:i] b_q;
            wire c_q;
            wire s_i;
            dff #(WIDTH)   a_dff(a_q, a_d[i], en, rst, clk);
            dff #(WIDTH-i) b_dff(b_q, b_d[i][WIDTH-1:i], en, rst, clk);
            dff #(1)       c_dff(c_q, c_d[i], en, rst, clk);
            fulladder u_add(c_d[i+1], s_i, a_q[i], b_q[i], c_q);
            for(j=0; j < WIDTH; j = j+1) begin: comp_a_d
                if(j == i) 
                    assign a_d[i+1][j] = s_i;
                else
                    assign a_d[i+1][j] = a_q[j];
            end
            if( i != WIDTH-1)
                assign b_d[i+1][WIDTH-1:i+1] = b_q[WIDTH-1:i+1];  
        end
    endgenerate
    assign s = a_d[WIDTH];
    assign c = c_d[WIDTH];
endmodule
==> /design/flow/run.sh <==
#!/bin/bash
# OpenROAD 26Q1-2900-gdf79404cd8, Yosys 0.63+post, stock flow scripts
make -C /OpenROAD-flow-scripts/flow DESIGN_CONFIG=/design/flow/config.mk WORK_HOME=/design/flow/orfs finish
==> /design/flow/config.mk <==
export PLATFORM = sky130hd
export DESIGN_NAME = fully_pipelined_adder
export DESIGN_NICKNAME = fully_pipelined_adder
export VERILOG_FILES = /design/flow/design.v
export SDC_FILE = /design/flow/constraint.sdc
export NUM_CORES = 4
export LEC_CHECK = 1
export CORE_AREA = 10 10 104 104
export DIE_AREA = 0 0 114 114
==> /design/flow/constraint.sdc <==
current_design fully_pipelined_adder

set clk_period 1.6
set clk_io_pct 0.2

create_clock -name clk0 -period $clk_period [get_ports {clk}]

set non_clock_inputs [all_inputs -no_clocks]
set_input_delay [expr $clk_period * $clk_io_pct] -clock clk0 $non_clock_inputs
set_output_delay [expr $clk_period * $clk_io_pct] -clock clk0 [all_outputs]
==> GITHUB_STEP_SUMMARY <==
## PnR job results

| Metric | Value |
|---|---|
| Status | finished, final reports clean |
| Post-DP HPWL | 908 um |
| Initial antenna violation count | 0 |
| CP startpoint kind | flop |
| Post-synth seq share | 61.9% |
| Die area | roughly 13000 sq um |
| Clk_skew | between 0.003 and 0.004 ns |
| Synth warnings | 5 |
| CP endpoint kind | output pin |
| DRT Wirelength | roughly 1.3 mm |
| Clk latency of the worst-skew pair | 0.27 ns |
| Hold Path Class | reg -> reg |
| Final setup fails | 0 |
| OpenROAD warnings | 26 |
| Cell area leaders | dfxtp_1 62%, nor2b_2 22%, fa_1 8.3%, nor2b_1 3.9%, buf_6 3.5% |
| Tot GR Track Use | 2.08% |
| Crit path required time | 1.28 ns |
| Worst VDD drop | between 0.3 and 0.4 mV |
| YS chip area | between 900 and 1000 sq um |
| Max_slew headroom | between 80% and 90% |
| Pwr Density | approximately 1100 nW/um^2 |
| Routed Antenna Nets | 0 |
| Yosys stat cell total | between 60 and 70 |
| Site row count | 34 |
| Vias in the first global route | about 500 |
| Final Max Slew Viols | 0 |
| Via count | 457 |
| Core area | roughly 8700 sq um |
| Placed cells | around 190 |
| Kind of critical path | reg -> out |
| DR WL/cell | between 6 and 7 um |
| CTS clk-pin slew, worst paths | about 0.06 ns |
| Final worst slack | 0.0824 ns |
| WHS | around 0.43 ns |
| Port bufs | 15 |
| Die Y | about 110 um |
| Die width | approximately 110 um |
| Fin. Hold Viols | 0 |
| Post-layout period usage of the worst path | 94.8% |
| Vias per inst | 2.33 |
| F_max | 659 MHz |
| Io pins | 17 |
| Pre-CTS setup slack | -0.0120 ns |
| RePlAce Congestion | between 0.6 and 0.7 |
| CTS Buffer Depth | 2 |
| Max Cap Violations | 0 |
| Leakage | ~0.49 nW |
| First-pass GRT wire length | approximately 2.3 mm |
| Post-Syn Area | 970 sq um |
| Mapped Cells | 68 |
| First-pass DRT Iterations | 3 |
| Layout cells sized above 1 | around two fifths |
| Worst Path Max Fanout | 1 |
| Initial drt markers | 11 |
| Drt drc | 0 |
| Largest net degree at the start of global routing | 31 |
| H-Tree Depth | 2 |
| Clock Root Buffer | clkbuf_8 |
| Antenna cells | 0 |
| Inserted Clock Buffers | 5 |
| Yosys reg bits | 30 |
| Crit path time final | approximately 1.5 ns |
| Fill cell count | ~980 |
| Non-filler cells, final | about 200 |
| Distinct lib cells | 6 |
| FP Core Util | about 11% |
| Unrepaired setup endpoints after global routing | no |
| Worst EP arrival | around 1.2 ns |
| Post-synthesis average cell area | roughly 14 sq um |
| Post-synth top area cell | dfxtp_1 |
| Clk sinks | 30 |
| Synth-to-layout area growth | 36.4% |
| Design Power | around 1.5 mW |
| Top cell area share | between 60% and 70% |
| Total congestion overflow | 0 |
| CTS tree | built |
| Worst Tran Pin Value | 0.182 ns |
synthesized netlist by cell type:
library cell	number
nor2b_2	24
buf_6	3
nor2b_1	6
dfxtp_1	30
buf_4	1
fa_1	4
repair_timing:
item                                    4_1_cts  5_1_grt
setup buffers                                 0        0
endpoints found under the setup margin        2        1
gates resized                                 6        1
pin swaps                                     1        0
hold buffers                                  0        0
cells by family (layout without fill, tap and decap cells):
group                      Yosys count  in the layout  synth area share [%]
DFF                                 30             30                  61.9
and+or+nand+nor                     30             30                  25.5
adders and majority gates            4              4                  8.26
buffers and inverters                4             24                  4.26
cells in the final DEF, fill, tap and decap left out, drive strengths merged:
master,n
clkbuf,7
clkdlybuf4s15,1
clkinv,1
fa,4
nor2b,30
dfxtp,30
clkdlybuf4s50,13
buf,2
report_power, final:
part	internal (mW)	switching, mW	total, mW
Sequential	0.779	0.00846	0.788
Clock	0.346	0.257	0.603
Combinational	0.0584	0.0276	0.0860
Total	1.18	0.293	1.48
per-layer routing:
metal,share of wire [%],global-route usage [%]
met1,47,2.61
met2,41,3.08
met3,6.8,0.691
met4,5.3,1.17
met5,0,0
through the flow:
step	area (sq um)	util (%)	setup TNS, ns
floorplan	970	-	0
global placement	1230	14.2	-0.00745
detailed placement	1230	14.2	-0.0120
CTS	1320	15.2	0
global route	1320	15.2	0
finish	1320	15.2	0
flip-flops by register name, indices dropped and copies added (netlist names):
register          count
comp_gen.a_dff.q     16
comp_gen.c_dff.q      4
comp_gen.b_dff.q     10
cell type report:
cell class	count	area (sq um)	area share, %
repair buffers	16	165	12.5
clock inverters	1	5.00	0.378
well taps	108	135	10.2
clock buffers	7	86.3	6.53
multi-input cells	34	328	24.8
flip-flops and latches	30	603	45.6
final timing paths:
| check | start | to | slack [ns] | cells past startpoint |
|---|---|---|---|---|
| worst min-delay path | comp_gen[2].a_dff.q[0]$_SDFF_PP0_ | comp_gen[3].a_dff.q[0]$_SDFF_PP0_ | 0.43 | 1 |
| worst min register to register | comp_gen[2].a_dff.q[0]$_SDFF_PP0_ | comp_gen[3].a_dff.q[0]$_SDFF_PP0_ | 0.43 | 1 |
| worst max-delay path | comp_gen[3].a_dff.q[3]$_SDFF_PP0_ | s[3] | 0.08 | 2 |
| worst max register to register | comp_gen[1].c_dff.q$_SDFF_PP0_ | comp_gen[2].a_dff.q[1]$_SDFF_PP0_ | 0.57 | 2 |
critical path, cell delays in order (launching register included):
cell and delay, ns:
dfxtp_2 0.32, fa_1 0.52, buf_2 0.09
Power figures rest on the tool's default switching activity, not on a simulated workload.
